==> design/flow/design.v <==
`timescale 1ns / 1 ps
module ALU(    
input [5:0] x,
input [5:0] y,
output [5:0] z,
output [5:0] zNoRing,
input [3:0] op,
output [0:0] BAF,
output [0:0] IOF,
output [0:0] ZF);
assign z = ((zNoRing >= 32) ? (zNoRing - 32) : zNoRing);
assign zNoRing = (op[3] ? (op[2] ? (op[1] ? (op[0] ? (x | y) : (x & y)) : (op[0] ? (x ^ y) : (~x | ~y))) : (op[1] ? (op[0] ? (x - y) : (x + y)) : (op[0] ? (x - 1) : (x + 1)))) : (op[2] ? (op[1] ? (op[0] ? (x <= y) : (x <  y)) : (op[0] ? (x >= y) : (x >  y))) : (op[1] ? (op[0] ? (x != y) : (x == y)) : (op[0] ? 0 : ~x))));
assign BAF = ((x >= 32) ? 1 : ((y >= 32) ? 1 : 0));
assign IOF = ((op == 1) ? 1 : 0);
assign ZF = ((zNoRing == 0) ? 1 : 0);
endmodule
==> design/flow/run.sh <==
#!/bin/bash
# OpenROAD 26Q1-2900-gdf79404cd8, Yosys 0.63+post, stock flow scripts
make -C /OpenROAD-flow-scripts/flow DESIGN_CONFIG=/design/flow/config.mk WORK_HOME=/design/flow/orfs finish
==> design/flow/config.mk <==
export PLATFORM = sky130hd
export DESIGN_NAME = ALU
export DESIGN_NICKNAME = ALU
export VERILOG_FILES = /design/flow/design.v
export SDC_FILE = /design/flow/constraint.sdc
export NUM_CORES = 4
export LEC_CHECK = 1
export CORE_AREA = 10 10 102 102
export DIE_AREA = 0 0 112 112
==> design/flow/constraint.sdc <==
current_design ALU

set clk_period 5.7
set clk_io_pct 0.2

create_clock -name clk0 -period $clk_period

set non_clock_inputs [all_inputs -no_clocks]
set_input_delay [expr $clk_period * $clk_io_pct] -clock clk0 $non_clock_inputs
set_output_delay [expr $clk_period * $clk_io_pct] -clock clk0 [all_outputs]
==> impl_metrics.py <==
# Auto-generated metrics
metrics = {
    "worst_hold_path": {
        "hp-class": "input port to output port",
        "holdPathStages": 4,
        "hold_start": "y[5]",
        "worstHoldEndpoint": "BAF[0]",
    },
    "final_timing": {
        "period_minus_slack_ps": 5440,
        "setup_viol_count_final": 0,
        "rsz0062_at_grt": "no",
        "layout_setup_ws_ps": 259,
        "period_used_pct": 95.4,
        "max_slew_margin_pct": 56.8,
        "hold_slack_ps": 3270,
        "maxSlewViolCount": 0,
        "clock.fmax_mhz": 184,
        "final.setup.tns_ps": 0,
        "hold_violations": 0,
        "tightest_slew_ps": 642,
    },
    "yosys": {
        "ys_sh_xor_pct": 5.16,
        "synthesis.area_um2": 1360,
        "synth_cell_type_count": 48,
        "ys_sh_simple_pct": 21.0,
        "yosysWarnings": 0,
        "ys_cells": 179,
        "postSynthSeqShare_pct": 0,
        "synthAoiAreaFrac_pct": 28.7,
        "logic_family": "adder cells",
        "mux_share_pct": 3.23,
        "syn_area_per_cell_um2": 7.58,
        "fa_ha_area_share_pct": 29.3,
        "postSynthCellCount": 179,
        "ys_area_um2": 1360,
    },
    "grt": {
        "grt_pass1_vias": 1233,
        "antenna_found_initial": 0,
        "overflow": 0,
        "grt_usage_pct": 6.13,
        "grt_first_pass_wirelength_um": 6560,
        "grt_max_degree": 35,
    },
    "setup_path": {
        "critPathRequiredTime_ps": 4560,
        "critPathLaunchType": "input port",
        "worst-endpoint-arrival_ps": 4300,
        "crit_fanout": 8,
        "cp-end-kind": "output port",
        "path_class": "input port to output port",
    },
    "detailed_routing": {
        "drtIter0Drc": 78,
        "drt_wl_total_um": 4050,
        "ant_nets": 0,
        "routedWlPerCell_um": 13.5,
        "drc": 0,
        "viasPerCell": 4.33,
        "first_pass_iters": 4,
        "diodes": 0,
        "vias": 1303,
    },
    "pwr": {
        "peakVddDrop_mv": 0.0460,
        "p_comb_share_pct": 100.0,
        "p_int_uw": 75.8,
        "p_clk_share_pct": 0,
        "switching_share_pct": 48.3,
        "power_density_nw_per_um2": 85.3,
        "seq_power_share_pct": 0,
        "p_leak_uw": 0.000731,
        "p_switching_uw": 70.8,
    },
    "cells_and_area": {
        "final_common_cell": "clkdlybuf4s50_1",
        "flop_area_um2": 0,
        "n_fill_cell": 907,
        "clock_buffers": 0,
        "ff_count": 0,
        "area_growth_pct": 26.6,
        "drive_gt1_share_pct": 6.63,
        "final_area_um2": 1720,
        "instances_no_fill": 301,
        "lay_top_cells": "clkdlybuf4s50_1 (30), ha_1 (27), inv_1 (18), nor2_1 (10)",
    },
    "die": {
        "fp_util_pct": 16.5,
        "die_x_um": 112,
        "rows": 33,
        "core_area_um2": 8220,
        "io_pins": 31,
        "die_area_um2": 12500,
        "die_y_um": 112,
    },
    "outcome": {
        "status": "finished clean",
    },
    "placement": {
        "placed_cell_area_um2": 1720,
        "hpwl_um": 3400,
        "io_buffers": 30,
        "place_worst_setup_slack_ps": 264,
        "dp.cells": 301,
        "place_congestion": 0.850,
    },
    "flow_run": {
        "drv_cap": 0,
        "warnings": 48,
    },
    "clocking": {
        "postCtsSetupBuffers": 0,
        "postCtsHoldBufs": 0,
        "cts_resized": 0,
    },
}
==> area by class of cell <==
| type | instances | area (um^2) | area share [%] |
|---|---|---|---|
| Timing Repair Buffer | 34 | 330 | 19.2 |
| Inverter | 18 | 67.6 | 3.93 |
| Multi-Input combinational cell | 144 | 1190 | 69.2 |
| Tap cell | 105 | 131 | 7.64 |
==> worst max path at each step <==
stage,from,to,slack [ps],cells past startpoint
6_report,x[3],ZF[0],260,10
4_1_cts,x[0],ZF[0],230,12
5_1_grt,x[0],ZF[0],50,12
==> worst max-delay path, cell delays in order <==
cell	delay [ps]
clkdlybuf4s50_1	540
inv_1	100
ha_1	400
nor4_1	620
nand2_1	190
xnor2_1	180
a221oi_2	260
o211ai_1	160
nor4_2	180
clkdlybuf4s50_1	530
==> per-stage QoR <==
| stage | total power (uW) | utilization, % |
|---|---|---|
| after detailed placement | 147 | 20.9 |
| final | 147 | 20.9 |
| after global placement | 147 | 20.9 |
| after global routing | 165 | 20.9 |
| after CTS | 148 | 20.9 |
| after floorplan | 94.7 | - |
==> power by group through the flow <==
| stage | combinational, uW | sequential, uW | clock, uW |
|---|---|---|---|
| after CTS | 148 | 0 | 0 |
| after global routing | 165 | 0 | 0 |
| final | 147 | 0 | 0 |
==> cells by family after synthesis <==
kind of cell	Yosys count
buffers and inverters	35
and+or+nand+nor	50
AOI/OAI and AO/OA	52
muxes	3
xor gates and xnor gates	8
other	1
adders and majority gates	30
==> layer usage <==
layer  up-vias  part of all wire (%)  GRT usage, %
met5         -                     0             0
met4         0                  0.57         0.338
met3         2                   6.2         0.923
met2        41                    44          9.63
met1       586                    50          9.01
li1        674                     -             -
==> cell usage after synthesis, types with 2 or more instances <==
master / number / area (um^2)
fa_1: 3 / 60.1
nand2_1: 9 / 33.8
nor2_1: 10 / 37.5
ha_1: 27 / 338
a31oi_1: 2 / 12.5
nor3_1: 3 / 15.0
nor4_2: 2 / 25.0
inv_1: 18 / 67.6
xor2_1: 2 / 17.5
o211ai_1: 6 / 45.0
nor2b_1: 9 / 56.3
o21ai_0: 6 / 30.0
clkbuf_1: 5 / 18.8
a21o_1: 7 / 52.6
a221oi_1: 2 / 17.5
a31o_2: 2 / 17.5
o31a_1: 2 / 17.5
a21oi_1: 6 / 30.0
a221oi_2: 2 / 30.0
a211oi_1: 6 / 45.0
or3_1: 2 / 12.5
or4_1: 2 / 15.0
buf_4: 6 / 45.0
and2_1: 3 / 18.8
buf_2: 5 / 25.0
a22oi_1: 3 / 22.5
nand2b_1: 3 / 18.8
xnor2_1: 6 / 52.6
No activity file was given, so power comes from the tool's default toggle rates.
