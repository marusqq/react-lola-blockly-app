$ cat design/flow/run.sh
#!/bin/bash
# OpenROAD 26Q1-2900-gdf79404cd8, Yosys 0.63+post, stock flow scripts
make -C /OpenROAD-flow-scripts/flow DESIGN_CONFIG=/design/flow/config.mk WORK_HOME=/design/flow/orfs finish
$ cat design/flow/config.mk
export PLATFORM = sky130hd
export DESIGN_NAME = ram
export DESIGN_NICKNAME = ram
export VERILOG_FILES = /design/flow/design.v
export SDC_FILE = /design/flow/constraint.sdc
export NUM_CORES = 4
export LEC_CHECK = 1
export CORE_UTILIZATION = 40
$ cat design/flow/constraint.sdc
current_design ram

set clk_period 18.4
set clk_io_pct 0.2

create_clock -name clk0 -period $clk_period

set non_clock_inputs [all_inputs -no_clocks]
set_input_delay [expr $clk_period * $clk_io_pct] -clock clk0 $non_clock_inputs
set_output_delay [expr $clk_period * $clk_io_pct] -clock clk0 [all_outputs]
$ cat design/flow/design.v
module ram(addr, enable, readwr, data);
input [0:7] addr;
input enable, readwr;
inout [0:15] data;
reg [0:15] ramdata [0:255];
assign data = (enable & !readwr) ? ramdata[addr] : 16'bz;
always @(addr or enable or readwr or data)
begin
	if (enable & readwr)
		ramdata[addr] = data;
end
endmodule
==> PnR_summary.wiki <==
=== Physical design figures ===
{| class="wikitable"
! Metric !! Value
|-
| Hold buffer count at CTS || 0
|-
| Top cells by instance count after synthesis || 4096 x dlxtn_1, 920 x a22oi_1, 838 x nand3_1
|-
| Unique masters post-synth || 80
|-
| IO Pins || 26
|-
| Count of endpoints without a timing constraint || 4096
|-
| Yosys warning total || 274
|-
| Number of buffers added for setup after CTS || 0
|-
| Post-synthesis async set-or-reset flop share || 0%
|-
| Floorplan core density || 40.4%
|-
| Dominant synthesized flop cell || dlxtn_1
|-
| Max-area cell share || 66.1%
|-
| Number of storage elements in the synthesis netlist || 4096
|-
| Placed cell areas || 103000 um2
|-
| Yosys Instances || 9215
|-
| Last stage reached || clock tree synthesis
|-
| GP Congestion || 1.24
|-
| Total cell area reported by yosys after synthesis || 93100 um2
|-
| Status || did not finish
|-
| PostCTS Resize Cnt || 0
|-
| Count of unclocked register or latch pins || 4096
|-
| Synth Area per Inst || 10.1 um2
|-
| Placed wire-length estimate after detailed placement || 529 mm
|-
| Number of flops mapped to enable cells by yosys || 0
|-
| Cell taking the most area after synthesis || dlxtn_1
|-
| Gate count of the mapped netlist || 9215
|-
| Main area contributors || dlxtn_1 66%, a22oi_1 7.4%, nand3_1 4.5%
|-
| Tool error message || [error] [KeplerFormal.cpp:679] Workflow failed: Iso has multiple drivers: .data0, _05984_.Y0
|-
| Post-synth design cell area || 93100 um2
|-
| IO Port Bufs || 10
|-
| Most numerous cell in the Yosys netlist || dlxtn_1
|-
| DIE HEIGHT || 484 um
|-
| Die X-Extent || 484 um
|-
| Row cnt || 176
|}
[through the flow]
| stage | instances | setup WS, ns |
|---|---|---|
| global placement | 12500 | 3.40 |
| detailed placement | 12500 | 5.14 |
| floorplan | 9215 | 1.13 |
[kinds of logic after synthesis]
| family | after synthesis | synth area share [%] |
|---|---|---|
| latches | 4096 | 66.1 |
| AND-OR/OR-AND | 2266 | 18.3 |
| AND/OR/NAND/NOR | 2156 | 12.5 |
| buffers and inverters | 691 | 3.05 |
| XOR/XNOR | 3 | 0.0282 |
| multiplexers | 3 | 0.0349 |
